==> design/flow/config.mk <==
export PLATFORM = sky130hd
export DESIGN_NAME = top
export DESIGN_NICKNAME = top
export VERILOG_FILES = /design/flow/design.v
export SDC_FILE = /design/flow/constraint.sdc
export NUM_CORES = 4
export LEC_CHECK = 1
export CORE_UTILIZATION = 50
==> design/flow/constraint.sdc <==
current_design top

set clk_period 4.5
set clk_io_pct 0.2

create_clock -name clk0 -period $clk_period [get_ports {clk}]

set non_clock_inputs [all_inputs -no_clocks]
set_input_delay [expr $clk_period * $clk_io_pct] -clock clk0 $non_clock_inputs
set_output_delay [expr $clk_period * $clk_io_pct] -clock clk0 [all_outputs]
==> design/flow/design.v <==
`timescale 1ns / 1ps
module bin2BCD(
   input clk,
input en,
input [11:0] bin_d_in,
output [15:0] bcd_d_out,
output rdy
);
parameter IDLE = 3'b000;
parameter SETUP = 3'b001;
parameter ADD = 3'b010;
parameter SHIFT = 3'b011;
parameter DONE = 3'b100;
reg [27:0] bcd_data = 0;
reg [2:0] state = 0;
reg busy = 0;
reg [3:0] sh_counter = 0;
reg [1:0] add_counter = 0;
reg result_rdy = 0;
always @(posedge clk)
begin
if(en)
begin
if(~busy)
begin
bcd_data <= {16'b0, bin_d_in};
state <= SETUP;
end
end
case(state)
IDLE:
begin
result_rdy <= 0;
busy <= 0;
end
SETUP:
begin
busy <= 1;
state <= ADD;
end
ADD:
begin
case(add_counter)
0:
begin
if(bcd_data[15:12] > 4)
begin
bcd_data[27:12] <= bcd_data[27:12] + 3;
end
add_counter <= add_counter + 1;
end
1:
begin
if(bcd_data[19:16] > 4)
begin
bcd_data[27:16] <= bcd_data[27:16] + 3;
end
add_counter <= add_counter + 1;
end
2:
begin
if((add_counter == 2) && (bcd_data[23:20] > 4))
begin
bcd_data[27:20] <= bcd_data[27:20] + 3;
end
add_counter <= add_counter + 1;
end
3:
begin
if((add_counter == 3) && (bcd_data[27:24] > 4))
begin
bcd_data[27:24] <= bcd_data[27:24] + 3;
end
add_counter <= 0;
state <= SHIFT;
end
endcase
end
SHIFT:
begin
sh_counter <= sh_counter + 1;
bcd_data <= bcd_data << 1;
if(sh_counter == 11)
begin
sh_counter <= 0;
state <= DONE;
end
else
begin
state <= ADD;
end
end
DONE:
begin
result_rdy <= 1;
state <= IDLE;
end
default:
begin
state <= IDLE;
end
endcase
end
assign bcd_d_out = bcd_data[27:12];
assign rdy = result_rdy;
endmodule
`timescale 1ns / 1ps
module lab5_1 (
    input [3:0] in1,
    input [3:0] in2,
    input carry_in,
    output [3:0] sum,
    output carry_out
);
wire [3:0] gen;
wire [3:0] pro;
wire [4:0] carry_tmp;
genvar i;
generate
    assign carry_tmp[0] = carry_in;
    for(i = 0; i < 4; i = i + 1) begin: carry_generator
        assign gen[i] = in1[i] & in2[i];
        assign pro[i] = in1[i] ^ in2[i];   
        assign carry_tmp[i+1] = gen[i] | pro[i] & carry_tmp[i];
    end
    assign carry_out = carry_tmp[4];
    for(i = 0; i < 4; i = i + 1) begin: sum_without_carry
        assign sum[i] = in1[i] ^ in2[i] ^ carry_tmp[i];
    end
endgenerate 
endmodule 
`timescale 1ns / 1ps
module top(
    input clk,
    input en,
    input [3:0] in1,  
    input [3:0] in2,
    input carry_in,
    output [15:0] bcd_d_out
);
    wire [3:0] sum;
    wire carry_out;
    wire [11:0] in_sig;
    lab5_1 cla_inst(
        .in1(in1),
        .in2(in2),
        .carry_in(carry_in),
        .sum(sum),
        .carry_out(carry_out)
    );
    assign in_sig = {7'b0, carry_out, sum};
    bin2BCD bcd_inst(
        .clk(clk),
        .en(en),
        .bin_d_in(in_sig),
        .bcd_d_out(bcd_d_out)
    );
endmodule
==> design/flow/run.sh <==
#!/bin/bash
# OpenROAD 26Q1-2900-gdf79404cd8, Yosys 0.63+post, stock flow scripts
make -C /OpenROAD-flow-scripts/flow DESIGN_CONFIG=/design/flow/config.mk WORK_HOME=/design/flow/orfs finish
==> results.ini <==
[worst_hold_path]
hold-path-cell-count = 2
min_path_type = register to register
hold_path_startpoint = bcd_inst.bcd_data[0]
hold-path-endpoint = bcd_inst.bcd_data[0]

[clocking]
postCtsHoldBufs = 0
cts_buffer_depth = 2
cts_tree = yes
h-tree-depth = 2
clk_pin_slew_ns = 0.08
ctsResizeCount = 0
clk_latency_ns = 0.30
postCtsSetupBuffers = 0
cts_buffers = 5
root_buffer = clkbuf_8
cts_num_sinks = 38

[timing]
hold_violations = 0
min_period_ns = 3.163
hold-worst-slack_ns = 0.4984
clock-skew-final_ns = 0.007894
tightest_slew_ns = 0.8597
max_freq_ghz = 0.3162
maxSlewHeadroom = 0.4219
period_used_share = 0.7028
final-setup-viol-count = 0
drv_slew = 0
tns_ns = 0
rsz0062_at_grt = no

[place]
place_inst = 461
hpwlAfterDp_mm = 5.559
portBuffers = 26
gp_congestion = 0.9610

[layout]
drive_above_1_share = 0.04569
fill_cells = 566
area_delta_synth_final_pct = 8.867
fin_cells = 469

[route]
drt_iter0_markers = 313
ant_nets = 0
drc = 0
vias = 3032
drt_first_pass_iters = 5
post_drt_wl_per_cell_um = 17.80
diodes = 0
via_per_inst = 6.465
drt_wl_total_mm = 8.346

[setup_path]
cp_data_required_time_ns = 4.62
r2r_slack_ns = 1.82
critPathLaunchType = input port
r2r_start = bcd_inst.bcd_data[12]
end_kind = register
worst-endpoint-arrival_ns = 3.28
critPathKind = input port to register
r2r_cells = 7
r2r_end = bcd_inst.bcd_data[16]
cp_max_fo = 1

[yosys]
netlist_area_um2 = 3203
edf_count = 18
area_leaders = edfxtp_1 17%, dfxtp_1 13%, nand2_1 5.3%, ha_1 5.1%, o21ai_0 4.2%
syn_area_per_cell_um2 = 7.988
synth-async-reset-ratio = 0
postSynthSeqShare = 0.2937
top_cell_area_share = 0.1688
ys_cells = 401
ys_area_um2 = 3203
largest_area_cell = edfxtp_1
yosys_warnings = 1
yosysUniqueCellTypes = 57
ff_type = dfxtp_1
ys.flops = 38
synth_cells = 401

[pwr]
peakVddDrop_mv = 0.3999
powerDensity_nw_per_um2 = 683.2
p_leak_nw = 1.321

[global_routing]
grt_max_degree = 32
antenna_found_initial = 0
grt_pass1_vias = 2607
grt_remaining_overflow = 0
grt_use_total = 0.2708
grt_pass1_wl_mm = 13.19

[floorplanning]
die_h_um = 82.04
die_width_um = 82.04
die_area_um2 = 6731
ios = 27
fp_util = 0.5285
core_area_um2 = 6061
rows = 28

[job]
maxCapViolCount = 0
warning_count = 34

[outcome]
status = complete, no violations

[layout make-up]
class	instances	area, µm²	share of cell area
well taps	75	93.84	0.02691
multi-input cells	290	1914	0.5490
clock inverters	2	60.06	0.01722
inverters	28	105.1	0.03014
flip-flops and latches	38	940.9	0.2698
clock buffers	6	82.58	0.02368
repair buffers	30	290.3	0.08324
[stage by stage]
step / util / instance area (µm²) / setup WS (ns) / power (mW)
global route: 0.5754 / 3487 / 1.215 / 2.567
detailed placement: 0.5518 / 3344 / 1.053 / 1.983
floorplan: - / 3203 / 1.574 / 1.656
CTS: 0.5754 / 3487 / 1.339 / 2.363
finish: 0.5754 / 3487 / 1.337 / 2.382
global placement: 0.5518 / 3344 / 1.069 / 1.989
[sequential cells by signal, summed over array words and instances, names as in the netlist]
signal / flops
bcd_inst.state: 3
bcd_inst.bcd_data: 28
bcd_inst.busy: 1
bcd_inst.add_counter: 2
bcd_inst.sh_counter: 4
[logic make-up after synthesis]
kind of cell,count (synthesis),synth area share
buf+inv,73,0.1086
fa+ha+maj,17,0.07578
xor+xnor,11,0.03008
flops,38,0.2937
simple gates,129,0.2086
mux,6,0.01914
compound gates,127,0.2641
[how the worst max path moves through the flow]
| stage | from | to | slack (ns) | cells after the start |
|---|---|---|---|---|
| 6_report | in1[0] | bcd_inst.bcd_data[3] | 1.34 | 7 |
| 5_1_grt | in1[0] | bcd_inst.bcd_data[3] | 1.22 | 7 |
| 4_1_cts | in1[0] | bcd_inst.bcd_data[3] | 1.34 | 7 |
[worst max-delay path: stages]
cell	delay, ns
clkdlybuf4s50_1	0.45
inv_1	0.05
fa_1	0.42
fa_1	0.38
fa_1	0.38
fa_1	0.43
o31ai_1	0.26
[cell usage in the layout (no fill, tap or decap), types with 11 or more instances in the layout]
cell	Yosys	layout
nand2_1	45	45
inv_1	27	27
o21ai_0	27	27
clkdlybuf4s50_1	0	26
a21oi_1	22	22
dfxtp_1	20	20
edfxtp_1	18	18
nor2_1	16	16
a31oi_1	16	16
ha_1	13	13
nor3_1	11	11
[per-layer routing]
metal | vias to the layer above | track usage | part of all wire
met4 | 0 | 0.04912 | 0.017
met5 | - | 0 | 0
met1 | 1412 | 0.4379 | 0.47
li1 | 1447 | - | -
met2 | 153 | 0.3975 | 0.42
met3 | 20 | 0.03720 | 0.088
[power breakdown]
group	switching, mW	leakage, nW	total, mW	internal, mW
Sequential	0.204	0.343	0.740	0.536
Combinational	0.762	0.907	1.27	0.508
Clock	0.136	0.0714	0.372	0.237
[synth_stat cells (6+ instances only)]
master	n
a21oi_1	22
a31oi_1	16
and3_1	8
buf_2	8
buf_4	17
clkbuf_1	19
dfxtp_1	20
edfxtp_1	18
ha_1	13
inv_1	27
nand2_1	45
nand2b_1	7
nand3_1	6
nand4_1	7
nor2_1	16
nor2b_1	10
nor3_1	11
o21ai_0	27
o31ai_1	9
xnor2_1	9
No activity file was given, so power comes from the tool's default toggle rates.
